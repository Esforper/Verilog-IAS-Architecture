===== design/flow/config.mk =====
export PLATFORM = sky130hd
export DESIGN_NAME = IAS
export DESIGN_NICKNAME = IAS
export VERILOG_FILES = /design/flow/design.v
export SDC_FILE = /design/flow/constraint.sdc
export NUM_CORES = 4
export LEC_CHECK = 1
export CORE_UTILIZATION = 40

===== design/flow/constraint.sdc =====
current_design IAS

set clk_period 18.1
set clk_io_pct 0.2

create_clock -name clk0 -period $clk_period [get_ports {clk}]

set non_clock_inputs [all_inputs -no_clocks]
set_input_delay [expr $clk_period * $clk_io_pct] -clock clk0 $non_clock_inputs
set_output_delay [expr $clk_period * $clk_io_pct] -clock clk0 [all_outputs]

===== design/flow/design.v =====
module AC (
    input clk,
    input reset,
    input load_ac,
    input add_enable,  
    input [7:0] mem_data,
    output reg [7:0] ac_data
);
    always @(posedge clk or posedge reset) begin
    if (reset) begin
        ac_data <= 8'd0;  
    end else if (load_ac) begin
        ac_data <= mem_data;  
    end else if (add_enable) begin
        ac_data <= ac_data + mem_data;  
    end
end
endmodule
module IAS (
    input clk,
    input reset,
    input [7:0] opcode,
    input [7:0] address,
    input [7:0] data_in,
    output [7:0] data_out
);
    wire load_ac, load_mq, load_pc, load_ir;
    wire mem_read, mem_write, increment_pc;
    wire [7:0] ac_data, mq_data, pc_data, ir_data, mem_data;
    wire add_enable, store_ac_enable;
    AC ac(clk, reset, load_ac, add_enable,  mem_data, ac_data);
    MQ mq(clk, reset, load_mq, mem_data, mq_data);
    PC pc(clk, reset, load_pc, increment_pc, address, pc_data);
    IR ir(clk, reset, load_ir, mem_data, ir_data);
    control_unit cu(clk, reset, opcode, load_ac, load_mq, load_pc, load_ir, mem_read, mem_write, increment_pc, add_enable, store_ac_enable);
    memory mem(clk, mem_read, mem_write, address, (store_ac_enable == 1) ? ac_data : data_in, mem_data);
    assign data_out = ac_data;  
endmodule
module IR (
    input clk,
    input reset,
    input load_ir,
    input [7:0] mem_data,
    output reg [7:0] ir_data
    );
    always @(posedge clk or posedge reset) begin
        if (reset)
            ir_data <= 8'd0;
        else if (load_ir)
            ir_data <= mem_data;
    end
endmodule
module MQ (
    input clk,
    input reset,
    input load_mq,
    input [7:0] mem_data,
    output reg [7:0] mq_data
    );
        always @(posedge clk or posedge reset) begin
            if (reset)
                mq_data <= 8'd0;
            else if (load_mq)
                mq_data <= mem_data;
    end
endmodule
module PC (
    input clk,
    input reset,
    input load_pc,
    input increment_pc,  
    input [7:0] address,
    output reg [7:0] pc_data
    );
    always @(posedge clk or posedge reset) begin
        if (reset)
            pc_data <= 8'd0;  
        else if (load_pc)
            pc_data <= address;  
        else if (increment_pc)
            pc_data <= pc_data + 8'd1;  
    end
endmodule
module control_unit (
    input clk,
    input reset,
    input [7:0] opcode,
    output reg load_ac, load_mq, load_pc, load_ir,
    output reg mem_read, mem_write,
    output reg increment_pc,  
    output reg add_enable,  
    output reg store_ac_enable   
);
    parameter FETCH = 2'b00, DECODE = 2'b01, EXECUTE = 2'b10, WRITE_BACK = 2'b11;
    reg [1:0] state;
    reg [7:0] ir_reg;   
    always @(posedge clk or posedge reset) begin
        if (reset) begin
            load_ac <= 0; load_mq <= 0; load_pc <= 0; load_ir <= 0;
            mem_read <= 0; mem_write <= 0; increment_pc <= 0; add_enable <= 0; 
            store_ac_enable <= 0;  
            state <= FETCH;
            ir_reg <= 0;
        end else begin
            case (state)
                FETCH: begin
                    mem_read <= 1;      
                    load_ir <= 1;       
                    increment_pc <= 1;  
                    state <= DECODE;    
                end
                DECODE: begin
                    mem_read <= 0;
                    load_ir <= 0;
                    increment_pc <= 0;
                    ir_reg <= opcode;  
                    state <= EXECUTE;  
                end
                    EXECUTE: begin
                    case (opcode)
                        8'd1: begin  
                            mem_read <= 1;   
                            load_ac <= 1;    
                        end
                        8'd2: begin  
                            mem_write <= 1;   
                        end
                        8'd3: begin  
                            mem_read <= 1;    
                            add_enable <= 1;  
                        end
                        8'd4: begin  
                            mem_read <= 1;    
                            load_pc <= 1; 
                            load_ac <= 1;     
                        end
                        8'd5: begin  
                            mem_read <= 1;   
                            load_pc <= 1;    
                            increment_pc <= 0;  
                        end
                         8'd6: begin  
                            mem_write <= 1;        
                            store_ac_enable <= 1;  
                        end
                        default: ;  
                    endcase
                    state <= WRITE_BACK;
                end
                WRITE_BACK: begin
                    load_ac <= 0; load_mq <= 0; load_pc <= 0; load_ir <= 0;
                    mem_read <= 0; mem_write <= 0; increment_pc <= 0; add_enable <= 0; 
                    store_ac_enable <= 0;  
                    state <= FETCH;
                end
            endcase
        end
    end
endmodule
module memory (
    input clk,
    input mem_read,
    input mem_write,
    input [7:0] address,
    input [7:0] data_in,
    output reg [7:0] mem_data
    );
    reg [7:0] mem [0:255];  
    always @(posedge clk) begin
        if (mem_read)
            mem_data <= mem[address];
        if (mem_write)
            mem[address] <= data_in;
    end
endmodule

===== design/flow/run.sh =====
#!/bin/bash
# OpenROAD 26Q1-2900-gdf79404cd8, Yosys 0.63+post, stock flow scripts
make -C /OpenROAD-flow-scripts/flow DESIGN_CONFIG=/design/flow/config.mk WORK_HOME=/design/flow/orfs finish

==> reports/metrics.yaml <==
yosys-stat-area_um2: 80200
synth_top_area_share: 0.770
synth.distinct_cells: 51
cts_hold_buffers: 0
p_leak_uw: 0.0279
postCtsResizedCells: 0
min_period_over_period: 0.447
critPathLaunch: "address[0]"
topCellsByArea: "edfxtp_1 (77%), mux4_2 (15%), nor2_1 (1.2%)"
synth.avg_cell_area_um2: 22.1
setup_viol: 0
path_class: "primary input to register"
yosysCellCount: 3623
setup_slack_ps: 10010
grt_pass1_wl_um: 290000
cts_sinks: 2073
drv_cap: 0
fp-utilization: 0.404
area_growth_pct: 13.3
aoi_share: 0.0265
r2r-start: "cu.mem_write"
critical_path.max_fanout: 40
skew_ps: 49.5
netlist_area_um2: 80200
drive_above_1_share: 0.264
mux_area_frac: 0.160
synth_flops: 2073
ios: 34
path_clk_slew_ps: 60
nFillCells: 16149
xor_share: 0.000328
gp_congestion: 0.895
drtAntennaViolNets: 0
required_ps: 18680
cp.arrival_ps: 8670
yosysWarnings: 6
cts_setup_buffers: 0
edf_count: 2056
dpl_worst_slack_ps: 8980
wirelength_um: 198000
max_freq_ghz: 0.124
post-dp-hpwl_um: 119000
crit_end: "mem.mem_data[7]"
grt.total_usage: 0.218
vias_per_cell: 5.72
synthFlopType: "edfxtp_1"
synth_adder_area_share: 0.00134
grt_max_degree: 157
rows: 163
core_area_um2: 198000
maxSlewViolCount: 0
firstDrtPassIters: 5
cts_buffers: 203
startpoint_type: "primary input"
drcViolationCount: 0
largest_area_cell: "edfxtp_1"
vias: 38038
drt_iter0_drc: 2237
min_period_ps: 8090
rsz0062_at_grt: "no"
status: "complete, no violations"
cts_root_buf: "clkbuf_16"
ys_seq_frac: 0.776
htree_levels: 4
grt_pass1_vias: 42236
antenna_found_initial: 4
die_y_um: 450
cts_tree: "built"
worstMarginPinSlew_ps: 1270
synth-simple-area-share: 0.0222
slew_headroom: 0.130
worstReg2RegEnd: "mem.mem[5][7]"
irDropWorstVdd_mv: 0.0743
wl_per_cell_um: 29.7
powerDensity_nw_per_um2: 108
synth_cells: 3623
holdCritPathClass: "register to register"
tool_warnings: 38
globalRouteOverflowTotal: 0
fp.dieW_um: 450
io_buffers: 33
synthArstFlopShare: 0.00820
chip_area_um2: 202000
cts.path.max_buffers: 3
clkLatencyLatePin_ps: 850
logic_family: "multiplexers"
tns_ps: 0
reg2reg_slack_ps: 14740
hold_viol: 0
r2r_cells: 6
end_kind: "register"
stage by stage:
stage	utilization	cells	hold WS (ps)	cell area [µm²]	total power, µW
final	0.458	6654	373	90800	9830
after global routing	0.458	6651	396	90800	10100
after CTS	0.458	6651	373	90800	9920
after detailed placement	0.426	6280	355	84400	5900
after global placement	0.426	6280	355	84400	5900
after floorplan	-	3623	349	80200	5710
final cells by class:
class                      count  area, µm²  area share
clock inverter               127       1050      0.0115
tap                         2640       3300      0.0364
sequential                  2073      62200       0.685
antenna                        3       7.51   0.0000827
clock buffer                 244       5300      0.0583
inverter                      13       48.8    0.000537
timing repair buffer         243       1950      0.0215
multi-input combinational   1311      17000       0.187
cells in the mapped netlist (4+ instances only):
library cell and n:
a21oi_1 41, a221oi_1 46, a22o_1 49, a22oi_1 72, a31oi_1 6, buf_1 24
buf_2 56, buf_4 33, buf_6 10, clkbuf_1 103, dfrtp_1 16, edfxtp_1 2056
ha_1 7, inv_1 12, mux2_2 12, mux2i_1 31, mux4_2 548, nand2_1 47
nand2b_1 6, nand3_1 27, nand4_1 4, nor2_1 254, nor2b_1 13, nor3_1 49
o21ai_0 21, o221ai_1 6, o22ai_1 25, or3_1 6
worst min path at each step:
stage / start / endpoint / slack, ps / cells past startpoint
4_1_cts: cu.state[2] / cu.state[1] / 370 / 0
5_1_grt: cu.state[2] / cu.state[1] / 400 / 0
6_report: cu.state[2] / cu.state[1] / 370 / 0
layer usage:
layer	global-route usage	share of wire	vias to the layer above
met4	0.0522	0.032	8
li1	-	-	15797
met1	0.275	0.33	19678
met5	0.00971	0.0014	-
met2	0.314	0.47	2226
met3	0.164	0.17	329
sequential cells by signal, summed over array words and instances, names as in the netlist:
signal and count:
mem.mem 2048, ac.ac_data 8, mem.mem_data 8, cu.state 4
cu.add_enable 1, cu.load_ac 1, cu.mem_read 1, cu.mem_write 1
cu.store_ac_enable 1
cell families (layout without fill, tap and decap cells):
kind of cell,after synthesis,in the layout
compound gates,290,290
fa+ha+maj,8,8
buf+inv,239,627
mux,591,591
simple gates,419,419
flops,2073,2073
other cells,0,3
xor+xnor,3,3
worst max-delay path, stage by stage:
cell and delay (ps):
buf_8 350, buf_4 600, buf_4 600, buf_4 530
buf_4 660, mux4_2 580, a22o_1 250, a221oi_1 430
o22ai_1 220, o31a_1 390, or3_1 310
power by group:
part	total, µW	internal (µW)	switching, µW
Clock	4040	2270	1770
Sequential	5300	5280	12.7
Combinational	501	194	307
Total	9830	7740	2090
layout by cell type, fill, tap and decap left out, types with 4 or more instances in the layout:
master           count
ha_1                 7
a21oi_1             41
mux2_8               8
inv_1               12
nor2b_1             11
mux4_2             548
a31oi_1              6
o21ai_0             21
a221oi_1            46
clkbuf_1            38
clkbuf_16          206
clkdlybuf4s50_1     29
a22o_1              49
clkinv_1            57
edfxtp_1          2056
o221ai_1             6
buf_4              209
a22oi_1             72
dfrtp_1             16
o22ai_1             25
bufinv_16           13
nand4_1              4
nor2_1             253
nand2_1             47
clkinv_2            41
inv_6                4
or3_1                6
mux2_2               4
nand2b_1             6
mux2i_1             31
clkinvlp_4           4
nor3_1              49
nand3_1             26
Power is estimated from default activity; no workload was simulated.
